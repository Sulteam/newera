File: flow/config.mk
export PLATFORM = sky130hd
export DESIGN_NAME = decoder_manch
export DESIGN_NICKNAME = decoder_manch
export VERILOG_FILES = /design/flow/design.v
export SDC_FILE = /design/flow/constraint.sdc
export NUM_CORES = 4
export LEC_CHECK = 1
export CORE_UTILIZATION = 40
File: flow/constraint.sdc
current_design decoder_manch

set clk_period 4.3
set clk_io_pct 0.2

create_clock -name clk0 -period $clk_period [get_ports {clk}]

set non_clock_inputs [all_inputs -no_clocks]
set_input_delay [expr $clk_period * $clk_io_pct] -clock clk0 $non_clock_inputs
set_output_delay [expr $clk_period * $clk_io_pct] -clock clk0 [all_outputs]
File: flow/design.v
`timescale 1ps/1ps
module decoder_manch #(
    parameter DATA_BITS   = 8,        
    parameter STOP_BITS   = 2,
    parameter BAUDRATE    = 115200,
    parameter CLK_FREQ    = 18_750_000
) (
    input  wire clk,
    input  wire reset,       
    input  wire rx,
    input  wire rx_ready,
    output wire rx_valid,
    output reg  [DATA_BITS-1:0] rx_data
);
  initial begin
    $dumpfile("decoder.vcd");
    $dumpvars(1, decoder_manch);
  end
parameter RESET_S    = 3'b000;
parameter IDLE_S     = 3'b001;
parameter RECEIVE_S  = 3'b010;
parameter COOLDOWN_S = 3'b100;
localparam FULLBAUD = CLK_FREQ / BAUDRATE;
localparam HALFBAUD = FULLBAUD / 2;
localparam SR_LEN = DATA_BITS + STOP_BITS;
reg [2:0] state;  
reg rx_valid_sig;
reg [SR_LEN-1:0] rx_shiftreg;
reg [31:0] clk_counter;
reg [31:0] baud_counter;
reg [STOP_BITS-1:0] fullstop;
  reg  prev_data;
  wire rising_edge  = (prev_data == 0 ) && (rx == 1);
  wire falling_edge = (prev_data == 1 ) && (rx == 0);
initial begin
    fullstop = {1'b0, 1'b1};
end
always @(posedge clk or posedge reset) begin
    if (reset) begin
        state <= RESET_S;
        rx_data <= {DATA_BITS{1'b0}};
        rx_valid_sig <= 1'b0;
        rx_shiftreg <= {SR_LEN{1'b1}};
        clk_counter <= 0;
        baud_counter <= 0;
    end
    else begin
        prev_data <= rx;
        case (state)
            IDLE_S: begin
                clk_counter <= clk_counter + 1;
                if (rising_edge == 1'b1) begin
                  clk_counter <= 0;
                end else if (falling_edge == 1 && clk_counter >= HALFBAUD + HALFBAUD / 2 ) begin
                  state <= RECEIVE_S;
                  clk_counter <= 0;
                end
            end
            RECEIVE_S: begin
                clk_counter <= clk_counter + 1;
                if (clk_counter == HALFBAUD / 2  - 1) begin
                    if (baud_counter == 0 && rx) begin
                        state <= IDLE_S;
                    end
                    else begin
                        rx_shiftreg <= {rx_shiftreg[SR_LEN-2:0], rx};
                        baud_counter <= baud_counter + 1;
                    end
                end
                if (clk_counter == HALFBAUD - 1) begin
                    clk_counter <= 0;
                end
                if (baud_counter == SR_LEN + 1 && clk_counter == HALFBAUD / 2) begin
                    state <= COOLDOWN_S;
                    clk_counter <= 0;
                    baud_counter <= 0;
                    if (rx_shiftreg[STOP_BITS-1:0] == fullstop) begin
                        rx_valid_sig <= 1'b1;
                        rx_data <= rx_shiftreg[SR_LEN-1 -: DATA_BITS];
                    end
                end
            end
            COOLDOWN_S: begin
                clk_counter <= clk_counter + 1;
                if (clk_counter <= HALFBAUD - 1 && falling_edge == 1'b1) begin
                    state <= IDLE_S;
                    clk_counter <= 0;
                end
                else if (clk_counter >= HALFBAUD - 1 && falling_edge == 1'b1) begin
                    state <= RECEIVE_S;
                    clk_counter <= 0;
                end
            end
            RESET_S: begin
                state <= IDLE_S;
            end
            default: begin
                state <= RESET_S;
                rx_data <= {DATA_BITS{1'b0}};
                rx_valid_sig <= 1'b0;
                rx_shiftreg <= {SR_LEN{1'b1}};
                clk_counter <= 0;
                baud_counter <= 0;
            end
        endcase
    end
end
assign rx_valid = rx_valid_sig;
endmodule
File: flow/run.sh
#!/bin/bash
# OpenROAD 26Q1-2900-gdf79404cd8, Yosys 0.63+post, stock flow scripts
make -C /OpenROAD-flow-scripts/flow DESIGN_CONFIG=/design/flow/config.mk WORK_HOME=/design/flow/orfs finish
==> impl_metrics.yaml <==
# implementation run metrics
sta:
  tns_ns: 0
  setup_viol: 0
  min_period_ns: 3.02
  finalClockSkew_ns: 0.00706
  finalMaxSlewViolations: 0
  tightest_slew_ns: 0.820
  grt_setup_unrepaired: "false"
  relSlewSlack_pct: 45.3
  fmax_mhz: 331
  finalCritPeriodShare_pct: 70.3
  postLayoutSetupSlackWorst_ns: 1.28
  finalHoldViolations: 0
  holdWs_ns: 0.484
layout:
  drive_above_1_share_pct: 10.9
  num-fill-cells: 1116
  area_growth_syn_to_layout_pct: 9.01
  final_area_mm2: 0.00536
  final_cells: 669
  fin_util_pct: 44.6
die:
  chip_area_mm2: 0.0127
  io-pin-count: 13
  fp.dieW_um: 113
  fp-row-count: 40
  die_y_um: 113
  floorplan.core_util_pct: 40.9
  core_mm2: 0.0120
clock_tree:
  holdBufCountCts: 0
  clock-root-buffer: "clkbuf_16"
  cts_buffers: 9
  path_clk_slew_ns: 0.06
  insertion_delay_ns: 0.33
  cts_buffer_depth: 2
  htree_num_levels: 3
  cts_setup_buffers: 0
  cts_resized: 0
  cts_tree: "built"
  cts_sinks: 88
setup_path:
  critPathCaptureType: "flop"
  cp.arrival_ns: 3.24
  cp-start-kind: "flop"
  worstSetupPathType: "reg2reg"
  required_ns: 4.52
  critPathMaxFanout: 59
drt:
  diodes: 0
  drc: 0
  post_drt_wl_per_cell_um: 15.2
  first_pass_iters: 5
  vias: 3815
  vias_per_cell: 5.70
  drtAntennaViolNets: 0
  drt_iter0_markers: 340
  wl_um: 10100
logic_synthesis:
  yosysTopAreaCell: "dfrtp_1"
  avgSynthCellArea_um2: 9.45
  synth_seq_share_pct: 45.2
  synth-edff-count: 1
  synthesis.area_mm2: 0.00492
  ys_types: 64
  yosysCellCount: 520
  synth-warning-count: 3
  topCellsByArea: "dfrtp_1, dfstp_2, nand2_1, a31oi_1, nor2_1"
  ys.flop_type: "dfrtp_1"
  ys_ff: 88
  synth_top_area_share_pct: 38.7
  synthCells: 520
  ys_chip_area_mm2: 0.00492
  synthArstFlopShare_pct: 98.9
grt:
  overflow: 0
  grt_pass1_wl_um: 18000
  grt.busiest_layer: "met1"
  grtUsageMet2_pct: 25.7
  antenna_found_initial: 0
  first_global_vias: 3606
  gr-usage-met3_pct: 3.98
  grt_use_met1_pct: 28.8
  grt_start_max_net_pins: 60
  grt_use_total_pct: 17.8
place:
  port_buffers: 11
  gp_congestion: 0.810
  dpl-instance-area_mm2: 0.00508
  dp_hpwl_um: 6720
  pre_cts_ws_ns: 1.16
  dp_cells: 653
power:
  p_per_area_mw_per_mm2: 337
  p_total_mw: 1.81
  leakage_nw: 2.33
  peakVddDrop_uv: 203
job:
  warning_count: 30
  maxCapViolations: 0
run_status:
  status: "completed"
hold_path:
  worst_hold_path_type: "reg2reg"
==> synthesized netlist by cell type (all sizes together) (11+ instances only) <==
master,count
dfstp,11
nor4,15
clkbuf,15
dfrtp,76
xor2,12
nor2,40
nand2,54
and3,21
nand3,29
o21ai,30
a31oi,26
nand2b,11
and4,11
inv,11
nand4,14
buf,16
a21oi,30
==> power breakdown <==
part / switching (mW) / internal (mW) / leakage [nW]
clock network: 0.315 / 0.406 / 0.139
logic: 0.101 / 0.0673 / 1.04
registers: 0.0562 / 0.859 / 1.14
==> per-layer routing <==
| metal | up-vias | share of wire, % |
|---|---|---|
| li1 | 1907 | - |
| met4 | 0 | 1.6 |
| met1 | 1822 | 50 |
| met5 | - | 0 |
| met3 | 14 | 4.5 |
| met2 | 72 | 44 |
==> flip-flops by register name, indices dropped and copies added (netlist names) <==
| register | cells |
|---|---|
| baud_counter | 32 |
| clk_counter | 32 |
| rx_shiftreg | 10 |
| rx_data | 8 |
| state | 4 |
| prev_data | 1 |
| rx_valid_sig | 1 |
==> layout by cell type (no fill, tap or decap), types with 7 or more instances in the layout <==
cell type,synthesis,layout
dfrtp_1,76,76
nand2_1,52,52
nor2_1,40,40
a21oi_1,29,29
nand3_1,29,29
a31oi_1,26,26
o21ai_0,22,22
and3_1,21,21
nor4_1,14,14
nand4_1,14,14
xor2_1,12,12
and4_1,11,11
nand2b_1,11,11
clkdlybuf4s50_1,0,11
dfstp_2,11,11
or3_1,10,10
inv_1,11,10
o22a_1,9,9
clkbuf_16,0,9
xnor2_1,8,8
a41oi_1,7,7
==> final cells by class <==
class	count	area, um2	share of cell area [%]
clock buffer	11	243	4.53
clock inverter	5	32.5	0.607
inverter	12	46.3	0.864
multi-input combinational	389	2480	46.2
sequential	88	2220	41.4
tap	147	184	3.43
timing repair buffer	17	155	2.90
==> worst paths after layout <==
check,start,endpoint,slack (ns),cells after the start
setup / recovery,clk_counter[0],clk_counter[25],1.28,10
hold / removal,rx_data[3],rx_data[3],0.48,2
setup reg to reg,clk_counter[0],clk_counter[25],1.28,10
hold reg to reg,rx_data[3],rx_data[3],0.48,2
max in group asynchronous,reset,baud_counter[21],2.32,3
min in group asynchronous,reset,clk_counter[8],0.92,2
==> cells by family after synthesis <==
kind of cell	synth area share (%)
compound gates	18.0
xor+xnor	3.56
fa+ha+maj	1.53
buf+inv	4.58
flops	45.2
mux	0.865
other cells	0.0763
simple gates	26.2
==> worst max-delay path, cell delays in order, from the launching register on <==
cell and delay [ns]:
dfrtp_1 0.40, inv_1 0.12, ha_1 0.17, or3b_1 0.37
or4_1 0.47, or3_1 0.35, o2111ai_2 0.12, o21ai_4 0.07
buf_4 0.31, and3_1 0.24, a221o_1 0.27
Power figures rest on the tool's default switching activity, not on a simulated workload.
