==> design/flow/design.v <==
module manch_encoding #(
  parameter BAUDRATE    = 115200,
  parameter CLK_FREQ    = 18_750_000
) (
  input  wire mclkin,
  input  wire rst,
  input  wire tx,
  input  wire tr_start,
  output reg  tx_manch
);
  localparam FULLBAUD = CLK_FREQ / BAUDRATE;
  localparam HALFBAUD = FULLBAUD / 2;
  reg [31:0] clk_counter;
  always @(posedge mclkin) begin
    if (rst) begin
      clk_counter <= 0;
      tx_manch    <= 0;
    end else 
      begin 
        if (tr_start) begin
          clk_counter <= 1;
          tx_manch <= ~tx;
        end
        if (clk_counter > 0) begin
          clk_counter <= clk_counter + 1; 
        end
        if (clk_counter == HALFBAUD - 1) begin
          tx_manch <= tx;
        end
      end
  end
endmodule
==> design/flow/run.sh <==
#!/bin/bash
# OpenROAD 26Q1-2900-gdf79404cd8, Yosys 0.63+post, stock flow scripts
make -C /OpenROAD-flow-scripts/flow DESIGN_CONFIG=/design/flow/config.mk WORK_HOME=/design/flow/orfs finish
==> design/flow/config.mk <==
export PLATFORM = sky130hd
export DESIGN_NAME = manch_encoding
export DESIGN_NICKNAME = manch_encoding
export VERILOG_FILES = /design/flow/design.v
export SDC_FILE = /design/flow/constraint.sdc
export NUM_CORES = 4
export LEC_CHECK = 1
export CORE_AREA = 10 10 108 108
export DIE_AREA = 0 0 118 118
==> design/flow/constraint.sdc <==
current_design manch_encoding

set clk_period 6.5
set clk_io_pct 0.2

create_clock -name clk0 -period $clk_period [get_ports {mclkin}]

set non_clock_inputs [all_inputs -no_clocks]
set_input_delay [expr $clk_period * $clk_io_pct] -clock clk0 $non_clock_inputs
set_output_delay [expr $clk_period * $clk_io_pct] -clock clk0 [all_outputs]
==> run_results.csv <==
group,metric,value,unit
run_status,status,"finished, final reports clean",
pwr,post-layout-total-power,393,uW
detailed_routing,routed_wire_length_per_instance,10.4,um
final_layout,areaGrowthSynthToFinish,13.9,%
detailed_routing,route.vias.total,1459,
cts,h_tree_levels,2,
worst_setup_path,criticalPathCategory,"register to register",
floorplan,io_pins,5,
place,placement.cell_area,1830,um2
cts,cts_max_path_buffers,2,
worst_setup_path,end_kind,"register",
timing,finalClockPeriodUsage,38.5,%
timing,setup_skew_after_layout,0.00309,ns
timing,slew_violations,0,
floorplan,dieWidth,118,um
timing,final_critical_path_setup_slack,4.00,ns
worst_setup_path,crit_fanout,17,
cts,tritoncts,"done",
pwr,p_int,301,uW
timing,setup_violations,0,
pwr,power.switching_fraction,23.4,%
detailed_routing,antenna-diode-count,0,
timing,hold_slack,0.519,ns
worst_setup_path,crit_buf_inv,0,
worst_setup_path,timing.critical_path.required,6.71,ns
cts,postCtsSetupBuffers,0,
final_layout,final.fill_count,1060,
synthesis,mappedNetlistArea,1680,um2
final_layout,highest_count_cells_in_the_layout_ignoring_fill_and_taps,"sky130_fd_sc_hd__dfxtp_1 (33), sky130_fd_sc_hd__a21oi_1 (18), sky130_fd_sc_hd__nor2_1 (14)",
cts,worst_skew_pair.late_latency,0.28,ns
pwr,power_frac_seq,53.1,%
final_layout,layout.area.seq,661,um2
cts,clockRootBuffer,"sky130_fd_sc_hd__clkbuf_8",
run,tool_warnings,26,
worst_setup_path,critPathTopFamily,"simple AND/OR/NAND/NOR gates",
synthesis,ys_seq_share,39.3,%
pwr,power.combinational.fraction,7.5,%
synthesis,postSynthCellCount,200,
place,detailedPlace.worstSlack,3.75,ns
grt,grt_start_max_net_pins,28,
synthesis,yosys_warnings,1,
final_layout,fin_util,20.6,%
cts,ctsHoldBuffers,0,
cts,clkSinkCount,33,
synthesis,ys_cells,200,
grt,grt_antenna_before_repair,0,
final_layout,final_common_cell,"sky130_fd_sc_hd__dfxtp_1",
worst_setup_path,cp_slowest_cell,"sky130_fd_sc_hd__or4b_1",
final_layout,drive_gt1_share,3.98,%
grt,global_route.usage.total,4.83,%
floorplan,design.core.area,9280,um2
detailed_routing,drt_iter0_drc,64,
synthesis,yosys-top-cells-area,"sky130_fd_sc_hd__dfxtp_1 (39%), sky130_fd_sc_hd__or4_1 (5.8%), sky130_fd_sc_hd__a21oi_1 (5.4%)",
floorplan,num_rows,35,
timing,finalSetupTns,0,ns
pwr,leakagePower,0.560,nW
floorplan,die-area,13900,um2
timing,rsz_0062_raised_after_global_routing,"no",
place,place.port_buffers,4,
pwr,peakVddDrop,0.0925,mV
place,hpwlAfterDp,2360,um
detailed_routing,drt-pass1-iter-count,4,
detailed_routing,drc,0,
synthesis,yosys.cell_types.count,30,
timing,report.final.hold_viol_count,0,
final_layout,final-comb-area,921,um2
worst_setup_path,timing.critical_path.slowest_cell_delay,0.74,ns
synthesis,post-synth-top-area-fraction,39.3,%
grt,via_count_of_the_first_global_routing_pass,1305,
timing,worst_pin_slew,0.678,ns
grt,grt_first_pass_wirelength,5950,um
worst_setup_path,worstSetupStartpointType,"register",
worst_setup_path,timing.critical_path.arrival,2.72,ns
floorplan,core_util_floorplan,18.1,%
timing,max_freq,399,MHz
pwr,cellPowerDensity,205,nW/um2
place,place_congestion,0.788,
final_layout,final_cell_area,1910,um2
place,post-place-cells,323,
cts,clk_pin_slew_worst_setup_hold_paths,0.06,ns
cts,post_cts.resized_instances,0,
run,timing.max_cap.violations,0,
detailed_routing,postRouteAntennaNets,0,
worst_setup_path,crit_chain,"ha_1 -> and4_1 -> or4b_1 -> or4_1 -> a21oi_1",
timing,max-slew-margin-rel,54.4,%
synthesis,synth_top_cell_by_area,"sky130_fd_sc_hd__dfxtp_1",
synthesis,synth_chip_area,1680,um2
detailed_routing,finalWirelength,3440,um
floorplan,chipHeight,118,um
synthesis,avgSynthCellArea,8.40,um2
detailed_routing,avgViaCountPerCell,4.42,
synthesis,flip_flop_and_latch_count_after_synthesis,33,
pwr,clkPwrFrac,39.4,%
pwr,power.net_switching,91.9,uW
final_layout,finish.cell_count_without_fillers,330,
grt,grt_remaining_overflow,0,
hold_path,min_delay_path_class,"register to register",
cts,cts-buffers-inserted,5,
timing,final_period_minus_worst_setup_slack,2.50,ns
worst register-to-register path, delay by kind of cell (launching register included):
kind                       cells  cell delay [ns]
AOI/OAI and AO/OA              1             0.15
and+or+nand+nor                3             1.64
DFF                            1             0.42
adders and majority gates      1             0.23
layer usage:
| layer | vias to the layer above | part of all wire [%] | track usage [%] |
|---|---|---|---|
| met4 | 0 | 1.9 | 0.850 |
| met5 | - | 0 | 0 |
| li1 | 760 | - | - |
| met2 | 16 | 47 | 7.97 |
| met1 | 677 | 49 | 6.38 |
| met3 | 6 | 2.9 | 1.07 |
final timing paths:
path / startpoint / end / slack [ns] / cells after the start
worst max register to register: clk_counter[0] / clk_counter[26] / 4.00 / 5
worst max-delay path: clk_counter[0] / clk_counter[26] / 4.00 / 5
worst min-delay path: clk_counter[26] / clk_counter[26] / 0.52 / 2
worst min register to register: clk_counter[26] / clk_counter[26] / 0.52 / 2
final cells by class:
type	instances	area share, %
clock buffers	7	4.51
inverters	10	1.96
multi-input cells	146	48.1
flip-flops and latches	33	34.5
well taps	129	8.43
repair buffers	5	2.48
flip-flops by register name, summed over array words and instances (netlist names):
| name | flops |
|---|---|
| clk_counter | 32 |
| tx_manch | 1 |
power by group through the flow:
| stage | Clock, mW | Sequential [mW] | Combinational, mW |
|---|---|---|---|
| 5_1_grt | 0.168 | 0.209 | 0.0327 |
| 4_1_cts | 0.160 | 0.209 | 0.0296 |
| 6_report | 0.155 | 0.209 | 0.0293 |
cells in the mapped netlist:
cell and instances:
sky130_fd_sc_hd__nor4bb_1 1, sky130_fd_sc_hd__inv_1 10, sky130_fd_sc_hd__nor4_1 10, sky130_fd_sc_hd__mux2_1 1, sky130_fd_sc_hd__nor2b_1 1, sky130_fd_sc_hd__dfxtp_1 33
sky130_fd_sc_hd__ha_1 2, sky130_fd_sc_hd__o31ai_1 11, sky130_fd_sc_hd__xnor2_1 7, sky130_fd_sc_hd__nand4_2 1, sky130_fd_sc_hd__o21a_1 2, sky130_fd_sc_hd__o21ai_0 7
sky130_fd_sc_hd__buf_6 2, sky130_fd_sc_hd__and4_1 4, sky130_fd_sc_hd__clkbuf_1 4, sky130_fd_sc_hd__a21oi_1 18, sky130_fd_sc_hd__buf_1 1, sky130_fd_sc_hd__or3_1 6
sky130_fd_sc_hd__nand4_1 11, sky130_fd_sc_hd__xor2_1 6, sky130_fd_sc_hd__nor3_1 7, sky130_fd_sc_hd__nand2_1 8, sky130_fd_sc_hd__or4_1 13, sky130_fd_sc_hd__o211a_1 1
sky130_fd_sc_hd__or4b_1 1, sky130_fd_sc_hd__nor2_1 14, sky130_fd_sc_hd__nand3_1 10, sky130_fd_sc_hd__and3_1 2, sky130_fd_sc_hd__buf_2 4, sky130_fd_sc_hd__nor4b_1 2
cells by family after synthesis:
group / after synthesis / share of synthesized area [%]
flip-flops: 33 / 39.3
AND/OR/NAND/NOR: 91 / 32.0
AND-OR/OR-AND: 39 / 13.8
adder cells (fa/ha/maj): 2 / 1.49
buffers and inverters: 21 / 5.88
XOR/XNOR: 13 / 6.78
multiplexers: 1 / 0.670
Power is estimated from default activity; no workload was simulated.
