==> /design/flow/design.v <==
`timescale 1ns/1ns
module uart_tx #(
  parameter DATA_BITS   = 8,         
  parameter FIRST_BIT   = "msb",     
  parameter BAUDRATE    = 115200,
  parameter CLK_FREQ    = 18_750_000
) (
  input  wire clk,
  input  wire reset,       
  output reg  tx,
  output wire tx_ready,
  input  wire tx_valid,
  output reg  tr_start,
  input  wire [DATA_BITS-1:0] tx_data  
);
  initial begin
    $dumpfile("uart.vcd");
    $dumpvars(1, uart_tx);
  end
  parameter RESET_S    = 2'b00;
  parameter IDLE_S     = 2'b01;
  parameter TRANSMIT_S = 2'b10;
  localparam FULLBAUD = CLK_FREQ / BAUDRATE;
  localparam HALFBAUD = FULLBAUD / 2;
  localparam SR_LEN = DATA_BITS;
  reg [2:0] state;  
  reg tx_ready_sig;
  reg [SR_LEN-1:0] tx_shiftreg;
  reg [31:0] clk_counter;
  reg [31:0] baud_counter;
  function [DATA_BITS-1:0] reverse_slv;
    input [DATA_BITS-1:0] data;
    integer i;
    begin
      reverse_slv = 0;
      for (i = 0; i < DATA_BITS; i = i + 1)
          reverse_slv[i] = data[DATA_BITS-1-i];
    end
  endfunction
  always @(posedge clk or posedge reset) begin
    if (reset) begin
      state <= RESET_S;
      tx <= 1'b1;
      tx_ready_sig <= 1'b0;
      tx_shiftreg <= {SR_LEN{1'b1}};
      clk_counter <= 0;
      baud_counter <= 0;
      tr_start <= 0;
    end else begin
      case (state)
        IDLE_S: begin
          clk_counter <= clk_counter + 1;
          if (clk_counter == FULLBAUD - 1) begin
            if (tx_valid) begin
              tx_ready_sig <= 1'b1;
              clk_counter  <= 0;
            end else begin
              tr_start <= 1'b1;
              clk_counter  <= 0;
            end
            end else begin
              tr_start <= 1'b0;
          end
          if (tx_ready_sig && tx_valid) begin
            state <= TRANSMIT_S;
            tx_ready_sig <= 1'b0;
            tx <= 1'b0;
            tr_start <= 1'b1;
            if (FIRST_BIT == "msb") begin
                tx_shiftreg[SR_LEN-1 -: DATA_BITS] <= tx_data;
            end
            else begin  
                tx_shiftreg[SR_LEN-1 -: DATA_BITS] <= reverse_slv(tx_data);
            end
          end
        end
        TRANSMIT_S: begin
          clk_counter <= clk_counter + 1;
          tr_start <= 1'b0;
          if (clk_counter == FULLBAUD-1) begin
            tx <= tx_shiftreg[SR_LEN-1];
            tr_start <= 1'b1;
            tx_shiftreg <= {tx_shiftreg[SR_LEN-2:0], 1'b1};
            baud_counter <= baud_counter + 1;
            clk_counter <= 0;
          end
          if (baud_counter == SR_LEN && clk_counter == FULLBAUD-1) begin
            state <= IDLE_S;
            tx <= 1'b1;
            tr_start <= 1'b1;
            clk_counter <= 0;
            baud_counter <= 0;
          end
        end
        RESET_S: begin
          state <= IDLE_S;
          tx_ready_sig <= 1'b1;
        end
        default: begin
          state <= RESET_S;
          tx_ready_sig <= 1'b0;
          tx <= 1'b1;
          tx_shiftreg <= {SR_LEN{1'b1}};
          clk_counter <= 0;
          baud_counter <= 0;
        end
      endcase
    end
  end
  assign tx_ready = tx_ready_sig;
endmodule
==> /design/flow/run.sh <==
#!/bin/bash
# OpenROAD 26Q1-2900-gdf79404cd8, Yosys 0.63+post, stock flow scripts
make -C /OpenROAD-flow-scripts/flow DESIGN_CONFIG=/design/flow/config.mk WORK_HOME=/design/flow/orfs finish
==> /design/flow/config.mk <==
export PLATFORM = sky130hd
export DESIGN_NAME = uart_tx
export DESIGN_NICKNAME = uart_tx
export VERILOG_FILES = /design/flow/design.v
export SDC_FILE = /design/flow/constraint.sdc
export NUM_CORES = 4
export LEC_CHECK = 1
export CORE_UTILIZATION = 30
==> /design/flow/constraint.sdc <==
current_design uart_tx

set clk_period 5.2
set clk_io_pct 0.2

create_clock -name clk0 -period $clk_period [get_ports {clk}]

set non_clock_inputs [all_inputs -no_clocks]
set_input_delay [expr $clk_period * $clk_io_pct] -clock clk0 $non_clock_inputs
set_output_delay [expr $clk_period * $clk_io_pct] -clock clk0 [all_outputs]
==> run summary <==
outcome -> finished clean
row cnt -> 42
vias in the first global route -> 3043
vias per cell -> 4.948
PD cells -> 295.2 mW/mm2
Synth Seq Share -> 0.4750
drt drc -> 0
initial core utilization -> 0.3098
Placement Setup Slack -> 2.551 ns
setup ws final -> 2.569 ns
Die Size -> 0.01426 mm2
# Cells Yosys -> 437
CTS clk-pin slew, worst paths -> 0.06 ns
post-synthesis instance total -> 437
largest net degree at the start of global routing -> 48
ANT cells -> 0
synth-to-layout area growth -> 15.61%
most frequent logic cell in the layout -> nor2_1
Top cell area share -> 0.4115
Max Clk Rate -> 380.1 MHz
WS Path Type -> reg -> reg
mux share -> 0
Max Fanout on Critical Path -> 14
IO Count -> 14
setup TNS -> 0 ns
GRT overflow -> 0
gpl congestion -> 0.8347
post_cts resized -> 0
Worst Hold Class -> reg -> reg
die boundary height -> 119.4 um
clk latency late pin -> 0.34 ns
yosys adder share -> 0.01210
simple share -> 0.3038
core area -> 0.01335 mm2
Slew @ Worst Pin -> 0.6693 ns
Arrival @ worst endpoint -> 2.86 ns
yosys aoi share -> 0.06868
Peak VDD IR -> 201.8 uV
worst hold path stage count -> 2
RSZ-0062 raised after global routing -> no
count of final setup violators -> 0
Rel. slew slack -> 0.5489
I/O Buffers -> 13
post-DP HPWL -> 5.537 mm
initial antenna violation count -> 0
Cell variety after synth -> 50
Leak -> 2.077 nW
hold-fix buffers at CTS -> 0
Synth Warn # -> 3
vias -> 3117
maximum clock path buffer count -> 2
Synth Register Bits -> 78
CTS buffer count -> 9
Synth area leader -> dfrtp_1
first-pass GRT wire length -> 14.84 mm
startpoint types -> flop
number of enable flip-flop cells -> 0
yosys stat area -> 0.004135 mm2
crit path DRT -> 5.43 ns
Clock Skew -> 0.006797 ns
Final Slew Violations -> 0
Async S/R FF share, synth -> 1.000
Final Power -> 0.001411 W
First DRT Iteration DRCs -> 170
R2R depth -> 9
OpenROAD warnings -> 27
Most used DFF post-synth -> dfrtp_1
Mapped Area -> 0.004135 mm2
Top non-seq family -> simple AND/OR/NAND/NOR gates
post-layout min period -> 2.631 ns
crit end category -> flop
chip width -> 119.4 um
Total GRT Usage -> 0.1303
CTS tree -> done
Tcrit/Tclk final -> 0.5059
yosys xor share -> 0.1123
max-cap check violation count -> 0
deepest level of the CTS H-tree -> 3
Clock Sink Count -> 78
Post-CTS Setup Inserts -> 0
share of layout cells above drive strength 1 -> 0.1123
ANT nets after route -> 0
DRT Pass-1 Iters -> 4
Top Layout Cells -> nor2_1 (73), dfrtp_1 (68), xor2_1 (42)
final WL -> 8.473 mm
per-cell routed wire length -> 13.45 um
Area contributors post-synth -> dfrtp_1 (41%), xor2_1 (8.9%), nor2_1 (6.6%)
Root Driver -> clkbuf_16
Syn Area/Cell -> 9.463 um2
Final Hold Vio Count -> 0
## final timing paths
path                                start               end  slack (ns)
max reg2reg                clk_counter[1]  baud_counter[26]        2.57
max in group asynchronous           reset   clk_counter[24]        3.17
max                        clk_counter[1]  baud_counter[26]        2.57
min in group asynchronous           reset   baud_counter[6]        1.06
min                        tx_shiftreg[5]    tx_shiftreg[5]        0.48
min reg2reg                tx_shiftreg[5]    tx_shiftreg[5]        0.48
## power breakdown
part / internal [W] / switching (W) / total (W)
Combinational: 0.0000345 / 0.0000429 / 0.0000773
Sequential: 0.000627 / 0.0000281 / 0.000655
Clock: 0.000434 / 0.000245 / 0.000679
Total: 0.00110 / 0.000316 / 0.00141
## per-layer routing
metal | GRT usage | up-vias | wire length [um]
met2 | 0.1988 | 36 | 3997
met4 | 0.007813 | 0 | 75
met5 | 0 | - | 0
met3 | 0.03474 | 6 | 242
met1 | 0.1997 | 1515 | 4156
li1 | - | 1560 | -
## worst max-delay path, stage by stage, from the launching register on
cell     delay (ns)
dfrtp_1        0.40
inv_1          0.08
ha_1           0.14
nor4b_1        0.24
nand4_1        0.36
nor4_2         0.31
nor2_1         0.13
nor3_4         0.45
buf_4          0.31
nor2_1         0.08
## kinds of logic after synthesis
logic type / count (synthesis)
AND/OR/NAND/NOR: 229
flip-flops: 78
XOR/XNOR: 53
AND-OR/OR-AND: 45
buffers and inverters: 27
adder cells (fa/ha/maj): 4
other: 1
## registers in the layout (all words and copies together) (netlist names)
register	cells
tr_start	1
tx_ready_sig	1
tx_shiftreg	8
tx	1
clk_counter	32
state	3
baud_counter	32
## synth_stat cells (4+ instances only)
cell	number
nor2_1	73
dfrtp_1	68
xor2_1	42
nand2_1	36
nand4_1	28
nand3_1	24
o21ai_0	20
clkbuf_1	12
xnor2_1	11
and3_1	10
dfstp_2	10
inv_1	10
nor4_1	10
a21oi_1	7
a22o_1	7
nor3_1	5
o31ai_1	5
or3_1	5
and2_1	4
ha_1	4
nor2b_1	4
nor3b_1	4
## final cells by class
type | count | area, um2
clock buffer | 11 | 242.7
clock inverter | 5 | 82.58
fill | 1329 | 8567
inverter | 10 | 38.79
multi-input combinational | 332 | 2064
sequential | 78 | 1964
tap | 176 | 220.2
timing repair buffer | 18 | 167.7
## metrics by stage
stage / hold slack, ns / cells / util / area, um2
detailed placement: 0.4707 / 614 / 0.3338 / 4456
CTS: 0.4795 / 630 / 0.3582 / 4781
floorplan: 0.4479 / 437 / - / 4135
finish: 0.4754 / 630 / 0.3582 / 4781
global placement: 0.4663 / 614 / 0.3338 / 4456
global route: 0.4875 / 630 / 0.3582 / 4781
Power is estimated from default activity; no workload was simulated.
